<file path="flow/design.v">
`timescale 1ns / 1ps
module DECODER(
	input[31:0] instr,
	output [4:0]rs,
	output [4:0]rt,
	output [25:0]imm,
	output [3:0] function_code,
	output [1:0] op_code
	);
wire[25:0] temp;
assign op_code = instr[31:30];
assign rs = (op_code == 2'b00 || op_code == 2'b01) ? instr[29:25] : 5'b00000;
assign rt  = (op_code == 2'b01) ? instr[24:20] : 5'b00000;
assign function_code = instr[3:0];
assign temp = instr[29:4];
assign imm[15:0] = temp[15:0];
assign imm[20:16] = (op_code == 2'b01) ? (imm[15]==0 ? 5'b00000 : 5'b11111 ) : temp[20:16] ;
assign imm[25:21] = (op_code == 2'b10) ? temp[25:21] : (imm[20]==0 ? 5'b00000 : 5'b11111); 
endmodule
</file>
<file path="flow/run.sh">
#!/bin/bash
# OpenROAD 26Q1-2900-gdf79404cd8, Yosys 0.63+post, stock flow scripts
make -C /OpenROAD-flow-scripts/flow DESIGN_CONFIG=/design/flow/config.mk WORK_HOME=/design/flow/orfs finish
</file>
<file path="flow/config.mk">
export PLATFORM = sky130hd
export DESIGN_NAME = DECODER
export DESIGN_NICKNAME = DECODER
export VERILOG_FILES = /design/flow/design.v
export SDC_FILE = /design/flow/constraint.sdc
export NUM_CORES = 4
export LEC_CHECK = 1
export CORE_AREA = 10 10 70 70
export DIE_AREA = 0 0 80 80
</file>
<file path="flow/constraint.sdc">
current_design DECODER

set clk_period 1.8
set clk_io_pct 0.2

create_clock -name clk0 -period $clk_period

set non_clock_inputs [all_inputs -no_clocks]
set_input_delay [expr $clk_period * $clk_io_pct] -clock clk0 $non_clock_inputs
set_output_delay [expr $clk_period * $clk_io_pct] -clock clk0 [all_outputs]
</file>
==> run summary <==
run metrics: vias=398, initial DRC count=2, ANT cells=0, post-layout util=roughly a fifth, max-capacitance violation count=0, Post-Place Setup Slack=-0.4737 ns, total routed wirelength=1415 um, final setup margin=0.02633 ns, HP Start=instr[0], # Cells Yosys=53, Slew Limit Fails=0, Post-CTS Repair Setup Buffers=0, fin crit share=98.54%, Max stage delay cell, worst path=clkdlybuf4s50_1, f_max=approximately 560 MHz, worst vdd ir=0.00007426 V, vias per inst=3.402, Die Width=80 um, dominant logic cell types in the final layout=20 x clkdlybuf4s50_1, 11 x mux2i_1, 7 x dlymetal6s2s_1, 6 x and2b_1, 6 x dlygate4sd2_1, Hold Crit Class=in2out, Worst-Margin Slew=between 0.1 and 0.15 ns, crit path buf inv count=2, Die ar.=0.006400 mm2, Core ar.=0.003416 mm2, final hold violations=0, yosys stat area=between 400 and 500 um2, largest net degree at the start of global routing=11, Initial DRT Pass Iterations=2, LEAKAGE=0.0004109 uW, GRT overflow=0, Synth Seq Share=0%, Flop area=0 um2, # rows=21, routability cong.=0.7143, # hold bufs at CTS=0, Cell Area, Synth=426.7 um2, fillers=379, fp_density=12.49%, vias in the first global route=approximately 440, worst hold slack=0.7200 ns, layout cell share with drive strength beyond 1=about 14%, sequential cell count=0, clock buf count=0, cell family with most CP delay=buffers and inverters, critical path startpoint category=input pin, Log Warnings=32, IO Pins=74, first-pass GRT wire length=1987 um, global-route usage over all layers=3.717%, worst path required time=1.44 ns, Max-slew headroom=90.13%, CP Capture Type=primary output, critical path class=in2out, Post-Synthesis Cells=53, CP most frequent cell=clkdlybuf4s50_1, initial antenna violation count=0, crit-path cells=clkdlybuf4s50_1 > and2_1 > clkdlybuf4s50_1, Port Buffers=36, Crit Path Max Fanout=2, synth unique cells=8, outcome=finished clean, minimum clock period=roughly 1.8 ns, post-route ant nets=0, Area Overhead vs Synth=67.45%, hold path endpoint=function_code[0], worst endpoint data arrival time=1.41 ns, setup tns final=0 ns, WL per Instance=12.09 um, slowest stage delay, CP=0.48 ns, Yosys warning total=0, dominant logic cell type in the layout=clkdlybuf4s50_1, Avg Cell Area, Syn=8.050 um2, DP HPWL=approximately 1200 um, DRC errors left=0, Power Density=202.2 mW/mm2, die height=80 um, number of setup violations in the final report=0, worst hold stages=0
kinds of logic (layout without fill, tap and decap cells):
family / count (synthesis) / count (layout) / share of synthesized area, %
AOI/OAI and AO/OA: 5 / 5 / 8.799
and+or+nand+nor: 13 / 13 / 21.41
muxes: 11 / 11 / 25.81
buffers and inverters: 24 / 42 / 43.99
power breakdown:
part | internal [uW] | leakage (uW) | switching, uW
Clock | 0 | 0 | 0
Combinational | 103 | 0.000411 | 42.0
Sequential | 0 | 0 | 0
routing by layer:
metal / wire length, um / vias to the layer above / global-route usage (%)
met2: 407 / 38 / 4.494
met1: 623 / 167 / 4.548
li1: - / 189 / -
met5: 0 / - / 0
met4: 8 / 0 / 0.3521
met3: 375 / 4 / 3.864
how the worst max path moves through the flow:
stage         start      end  cells after the start
6_report  instr[23]    rt[3]                      3
4_1_cts   instr[28]    rs[3]                      3
5_1_grt   instr[20]  imm[16]                      3
stage by stage:
stage | cell area [um2] | total power (uW) | std cells
global route | 714.4 | 160.3 | 117
finish | 714.4 | 144.5 | 117
floorplan | 426.7 | 70.13 | 53
detailed placement | 714.4 | 159.8 | 117
global placement | 714.4 | 161.0 | 117
CTS | 708.2 | 151.7 | 117
cells in the mapped netlist:
cell type,number,area share [%]
a21o_1,5,8.8
and2_1,5,7.3
and2b_1,6,11
and3b_1,1,2.1
buf_4,22,39
buf_6,2,5.3
mux2i_1,11,26
nand2b_1,1,1.5
final cells by class:
class	instances	area, um2	share of cell area [%]
Multi-Input combinational cell	29	240.2	33.63
Timing Repair Buffer	42	416.7	58.32
Tap cell	46	57.56	8.056
timing repair:
| item | 4_1_cts | 5_1_grt |
|---|---|---|
| endpoints found under the hold margin | 0 | 0 |
| resized | 18 | 9 |
| endpoints found under the setup margin | 23 | 12 |
| pin swaps | 1 | 1 |
No activity file was given, so power comes from the tool's default toggle rates.
